`run.sh`:
```
#!/bin/bash
# OpenROAD 26Q1-2900-gdf79404cd8, Yosys 0.63+post, stock flow scripts
make -C /OpenROAD-flow-scripts/flow DESIGN_CONFIG=/design/flow/config.mk WORK_HOME=/design/flow/orfs finish
```
`constraint.sdc`:
```
current_design TD4

set clk_period 4.8
set clk_io_pct 0.2

create_clock -name clk0 -period $clk_period [get_ports {CLK}]

set non_clock_inputs [all_inputs -no_clocks]
set_input_delay [expr $clk_period * $clk_io_pct] -clock clk0 $non_clock_inputs
set_output_delay [expr $clk_period * $clk_io_pct] -clock clk0 [all_outputs]
```
`config.mk`:
```
export PLATFORM = sky130hd
export DESIGN_NAME = TD4
export DESIGN_NICKNAME = TD4
export VERILOG_FILES = /design/flow/design.v
export SDC_FILE = /design/flow/constraint.sdc
export NUM_CORES = 4
export LEC_CHECK = 1
export CORE_AREA = 10 10 99 99
export DIE_AREA = 0 0 109 109
```
`design.v`:
```
module ALU #(parameter bitWidth = 4) (
    input [bitWidth-1:0] A,
    input [bitWidth-1:0] B,
    output [bitWidth-1:0] Y,
    output C
);
    wire [bitWidth:0] answer;
    assign answer = A + B;
    assign Y = answer[bitWidth-1:0];
    assign C = answer[bitWidth];
endmodule
module DataSelector #(
    parameter bitWidth = 4
) (
    input [bitWidth-1:0] A,
    input [bitWidth-1:0] B,
    input [bitWidth-1:0] C,
    input [bitWidth-1:0] D,
    input [1:0] OE,
    output [bitWidth-1:0] Y
);
    function [bitWidth-1:0] sel;
        input [bitWidth-1:0] A, B, C, D;
        input [1:0] n;
        case (n)
            2'd0: sel = A;
            2'd1: sel = B;
            2'd2: sel = C;
            2'd3: sel = D;
        endcase
    endfunction
    assign Y = sel(A, B, C, D, OE);
endmodule
module Decoder (
    input [3:0] A,
    input C,
    output [1:0] OE,
    output [3:0] CS
);
assign OE[1] = A[1];
assign OE[0] = A[0] | A[3];
assign CS[0] = A[2] | A[3];
assign CS[1] = ~A[2] | A[3];
assign CS[2] = A[2] | ~A[3];
assign CS[3] = ~A[2] | ~A[3] | (~A[0] & C);
endmodule
module Register #(
    parameter bitWidth=4
) (
    input CLK,
    input CLR,
    input CS,
    input [bitWidth-1:0] D,
    output [bitWidth-1:0] Q
);
reg [bitWidth-1:0] memory = 0;
assign Q = memory;
always @(posedge CLK) begin
    if (CLR == 0) begin
        memory <= 0;
    end else if (CS == 0) begin
        memory <= D;
    end
end
endmodule
module ProgramCounter #(
    parameter bitWidth = 4
) (
    input CLK,
    input CLR,
    input CS,
    input [bitWidth-1:0] D,
    output [bitWidth-1:0] Q
);
    wire [bitWidth-1:0] internalData = CS == 0 ? D[bitWidth-1:0] : Q[bitWidth-1:0] + 1;
    Register #(.bitWidth(bitWidth)) register (.CLK(CLK), .CLR(CLR), .CS(1'b0), .D(internalData), .Q(Q));
endmodule
module TD4 (
    input CLK,
    input CLR,
    input [7:0] D,
    output [3:0] A,
    input [3:0] IN,
    output [3:0] OUT
);
    localparam bitWidth = 4;
    wire [3:0] registerFileCS;
    wire [1:0] registerFileOE;
    wire [bitWidth-1:0] registerFileInput;
    wire [bitWidth-1:0] registerFileOutput;
    wire [bitWidth-1:0] registerFileInternalOutput[2:0];
    Register #(.bitWidth(bitWidth)) registerA (.CLK(CLK), .CLR(CLR), .CS(registerFileCS[0]), .D(registerFileInput), .Q(registerFileInternalOutput[0]));
    Register #(.bitWidth(bitWidth)) registerB (.CLK(CLK), .CLR(CLR), .CS(registerFileCS[1]), .D(registerFileInput), .Q(registerFileInternalOutput[1]));
    Register #(.bitWidth(bitWidth)) outputPort (.CLK(CLK), .CLR(CLR), .CS(registerFileCS[2]), .D(registerFileInput), .Q(OUT));
    ProgramCounter #(.bitWidth(bitWidth)) PC (.CLK(CLK), .CLR(CLR), .CS(registerFileCS[3]), .D(registerFileInput), .Q(registerFileInternalOutput[2]));
    DataSelector #(.bitWidth(bitWidth)) selector (
        .A(registerFileInternalOutput[0]),
        .B(registerFileInternalOutput[1]),
        .C(IN),
        .D(4'b0),
        .OE(registerFileOE),
        .Y(registerFileOutput)
    );
    reg aluCarryState = 0;
    wire aluCarrySignal;
    wire [bitWidth-1:0] aluOutput;
    ALU #(.bitWidth(bitWidth)) alu(
        .A(registerFileOutput),
        .B(D[bitWidth-1:0]),
        .Y(aluOutput),
        .C(aluCarrySignal)
    );
    Decoder decoder(
        .A(D[7:4]),
        .C(aluCarryState),
        .OE(registerFileOE),
        .CS(registerFileCS)
    );
    assign A = registerFileInternalOutput[2];  
    assign registerFileInput = aluOutput;
    always @(posedge CLK) begin
        aluCarryState <= aluCarrySignal;
    end
endmodule
```
==> reports/qor.rpt <==
CLOCKING
----------------------------------------------------------------------------------------
Later-pin clock latency in the skew report ................................      0.25 ns
Worst-path clk slew .......................................................      0.07 ns
Post-CTS Setup Repair Bufs ................................................            0
Resized Gates After CTS ...................................................            0
CTS root buffer ........................................................... sky130_fd_sc_hd__clkbuf_8
Maximum count of clock buffers along a single path ........................            2
Clock tree from TritonCTS .................................................          yes
Cts-stage hold buffer count ...............................................            0
Clock buffer count from CTS ...............................................            3
Number of sinks driven by the clock tree ..................................           17
H-tree depth ..............................................................            1

POWER
----------------------------------------------------------------------------------------
Sequential group share of total power .....................................        0.458
Switching part of the total power .........................................        0.271
Comb pwr share ............................................................        0.229
Pwr per Cell Area .........................................................   276 nW/um2
Total power draw ..........................................................       349 uW
Cell leakage power ........................................................  0.000471 uW
Part of the total power dissipated in the clock network ...................        0.314
Power spent charging and discharging nets .................................      94.5 uW
Internal portion of total power ...........................................       254 uW
IR Drop Worst-Case VDD ....................................................    0.0891 mV

SYNTHESIS
----------------------------------------------------------------------------------------
Warning count from the yosys run ..........................................            3
Post-synthesis share of cell area spent on and-or and or-and gates ........        0.175
Largest cells by area ..................................................... sky130_fd_sc_hd__dfxtp_1 (38%), sky130_fd_sc_hd__mux2i_1 (10%), sky130_fd_sc_hd__ha_1 (8.4%)
Syn Inst Count ............................................................           93
XOR-XNOR Cells, Area Fraction .............................................       0.0294
Post-synthesis chip area from yosys .......................................      895 um2
Synth Flop Type ........................................................... sky130_fd_sc_hd__dfxtp_1
Fraction of post-synthesis cell area in the top cell type by area .........        0.380
Unique cell type count in the Yosys netlist ...............................           27
Yosys cell count ..........................................................           93
Async S/R FF share, synth .................................................            0
Multiplexer share of the synthesized area .................................        0.117
Dominant cell type by area after synthesis ................................ sky130_fd_sc_hd__dfxtp_1
Share of synthesized area occupied by flip-flops and latches ..............        0.380
Post-synth top cells ...................................................... sky130_fd_sc_hd__dfxtp_1 (17), sky130_fd_sc_hd__mux2i_1 (9), sky130_fd_sc_hd__nor2_1 (9)
Cell with the most instances after synthesis .............................. sky130_fd_sc_hd__dfxtp_1
Share of synthesized cell area in and, or, nand and nor gates .............        0.165
Number of enable flip-flop cells ..........................................            0
Adder and majority gate portion of the synthesized area ...................        0.106
Seq cells post-synth ......................................................           17
Post-synthesis area per instance ..........................................     9.62 um2
Netlist Area Pre-Place ....................................................      895 um2
Prevailing logic family in the synthesized netlist ........................ AND-OR/OR-AND gates

SETUP PATH
----------------------------------------------------------------------------------------
Flop2flop setup slack .....................................................      2.88 ns
Highest net fanout along the worst path ...................................            8
Critical Path Start Type ..................................................   input port
Slowest cell delay on critical path .......................................      0.59 ns
Category of the critical setup timing path ................................ input port to flop
Worst endpoint data arrival time ..........................................      3.44 ns
Ordered list of cells on the worst path ................................... clkdlybuf4s50_1 -> nor2_4 -> mux2i_1 -> o21ai_0 -> ha_1 -> fa_1 -> xnor2_1 -> mux2_4 -> nor2_2
Slowest-stage cell, CP .................................................... sky130_fd_sc_hd__clkdlybuf4s50_1
Critical Path Sink Type ...................................................         flop
Critical path required time ...............................................      4.93 ns
Logic depth of the worst register-to-register path ........................            7

CELLS AND AREA
----------------------------------------------------------------------------------------
Layout cells sized above 1 ................................................       0.0957
Syn-to-layout area delta ..................................................        41.1%
Final standard cell area without fillers ..................................     1260 um2
Fill cell instance count of the final layout ..............................          864

TIMING
----------------------------------------------------------------------------------------
Post-layout minimum cycle time ............................................      3.31 ns
Unrepaired setup endpoints after global routing ...........................           no
Finish-stage setup viols ..................................................            0
Highest clock rate ........................................................      302 MHz
Number of pins exceeding their max-slew limit in the final report .........            0
Portion of the clock cycle consumed by the worst path in the final layout .        0.689
Setup skew after layout ...................................................   0.00360 ns
Max-slew headroom .........................................................        0.595
Setup total negative slack ................................................         0 ns
Number of hold-slack violations in the final timing report ................            0
Transition time at the pin with the least slew margin .....................     0.607 ns

PLACED DESIGN
----------------------------------------------------------------------------------------
Placer's final routability congestion estimate ............................        0.812
Cell area after placement .................................................     1220 um2
Number of buffers inserted by port buffering ..............................           21
Detailed Place HPWL .......................................................      1.99 mm

GRT
----------------------------------------------------------------------------------------
Gr busiest metal ..........................................................         met2
Met1 track demand over resource in global routing .........................       0.0544
Number of global-route vias before repair .................................          752
Pin count of the biggest net entering global routing ......................           17
Met2 Track Usage GR .......................................................       0.0716
Total Routing Usage GR ....................................................       0.0433
Grt total ovfl ............................................................            0
Number of antenna violations at the first check in global routing .........            0
Global-route wire length before repair ....................................      4.06 mm
Met3 capacity usage during global routing .................................       0.0155

DRT
----------------------------------------------------------------------------------------
Number of remaining DRC errors ............................................            0
Total Routed Length .......................................................      2.46 mm
Post-route antenna net violation count ....................................            0
DRC marker count from the first detailed-route iteration ..................           55
Number of diodes added for antenna fixing .................................            0
Post-detailed-route wirelength per cell ...................................      11.3 um
Detailed-router iteration count before antenna repair .....................            4
Via density per instance ..................................................         3.41
Vias ......................................................................          740

FLOORPLAN
----------------------------------------------------------------------------------------
Starting density of the core ..............................................        0.116
Total die size ............................................................    11900 um2
Height of the die .........................................................       109 um
Standard cell core area ...................................................     7730 um2
Placement Rows ............................................................           32
Die span in x .............................................................       109 um
Number of top-level design ports ..........................................           22

HOLD PATH
----------------------------------------------------------------------------------------
Hold WC Path Type ......................................................... flop to flop
Worst hold stages .........................................................            2

FLOW RUN
----------------------------------------------------------------------------------------
Number of maximum-capacitance violations ..................................            0
Tool warnings .............................................................           26

OUTCOME
----------------------------------------------------------------------------------------
Run status ................................................................ complete, no violations

## metrics by stage
| step | instances | utilization | setup slack, ns | hold WS, ns |
|---|---|---|---|---|
| 4_1_cts | 217 | 0.163 | 1.48 | 0.480 |
| 3_3_place_gp | 213 | 0.157 | 1.24 | 0.459 |
| 6_report | 217 | 0.163 | 1.49 | 0.484 |
| 2_1_floorplan | 93 | - | 2.14 | 0.435 |
| 3_5_place_dp | 213 | 0.157 | 1.22 | 0.472 |
| 5_1_grt | 217 | 0.163 | 1.31 | 0.520 |
## worst paths after layout
check / from / to
setup reg to reg: registerA.memory[0] / PC.register.memory[2]
hold reg to reg: registerA.memory[3] / registerA.memory[3]
hold / removal: registerA.memory[3] / registerA.memory[3]
setup / recovery: D[7] / PC.register.memory[2]
## cells by family (layout without fill, tap and decap cells)
logic type / count (synthesis) / count (layout)
muxes: 10 / 10
buffers and inverters: 5 / 27
adders and majority gates: 7 / 7
AOI/OAI and AO/OA: 23 / 23
DFF: 17 / 17
and+or+nand+nor: 28 / 28
xor gates and xnor gates: 3 / 3
## cells in the final DEF (no fill, tap or decap), types with 2 or more instances in the layout
cell	count
sky130_fd_sc_hd__a211oi_1	4
sky130_fd_sc_hd__a21o_1	3
sky130_fd_sc_hd__a21oi_1	6
sky130_fd_sc_hd__clkbuf_8	3
sky130_fd_sc_hd__clkdlybuf4s50_1	21
sky130_fd_sc_hd__dfxtp_1	17
sky130_fd_sc_hd__ha_1	6
sky130_fd_sc_hd__inv_1	2
sky130_fd_sc_hd__mux2i_1	9
sky130_fd_sc_hd__nand2_1	2
sky130_fd_sc_hd__nand2b_1	2
sky130_fd_sc_hd__nand3_1	8
sky130_fd_sc_hd__nor2_1	9
sky130_fd_sc_hd__nor2_2	2
sky130_fd_sc_hd__nor2b_1	2
sky130_fd_sc_hd__o21ai_0	7
sky130_fd_sc_hd__xnor2_1	2
## worst max-delay path, delay by kind of cell
family | cells | cell delay (ns)
buffers and inverters | 1 | 0.59
AND/OR/NAND/NOR | 2 | 0.34
XOR/XNOR | 1 | 0.38
multiplexers | 2 | 0.44
AND-OR/OR-AND | 1 | 0.09
adder cells (fa/ha/maj) | 2 | 0.64
## flip-flops by register name (all words and copies together) (netlist names)
register            cells
PC.register.memory      4
outputPort.memory       4
registerA.memory        4
registerB.memory        4
aluCarryState           1
## cell type report
| cell class | count | area, um2 | share of cell area |
|---|---|---|---|
| inverters | 2 | 7.51 | 0.00595 |
| clock inverters | 1 | 5.00 | 0.00396 |
| multi-input cells | 71 | 531 | 0.420 |
| clock buffers | 3 | 41.3 | 0.0327 |
| repair buffers | 21 | 210 | 0.167 |
| well taps | 102 | 128 | 0.101 |
| flip-flops and latches | 17 | 340 | 0.270 |
## layer usage
| metal | up-vias | share of wire |
|---|---|---|
| li1 | 373 | - |
| met1 | 355 | 0.43 |
| met2 | 12 | 0.50 |
| met3 | 0 | 0.063 |
| met5 | - | 0 |
| met4 | 0 | 0 |
## power by group through the flow
stage / sequential, uW / clock [uW] / combinational (uW)
4_1_cts: 160 / 111 / 81.6
5_1_grt: 161 / 116 / 89.6
6_report: 160 / 109 / 79.7
Power is estimated from default activity; no workload was simulated.
